$ cat flow/run.sh
#!/bin/bash
# OpenROAD 26Q1-2900-gdf79404cd8, Yosys 0.63+post, stock flow scripts
make -C /OpenROAD-flow-scripts/flow DESIGN_CONFIG=/design/flow/config.mk WORK_HOME=/design/flow/orfs finish
$ cat flow/config.mk
export PLATFORM = sky130hd
export DESIGN_NAME = counter
export DESIGN_NICKNAME = counter
export VERILOG_FILES = /design/flow/design.v
export SDC_FILE = /design/flow/constraint.sdc
export NUM_CORES = 4
export LEC_CHECK = 1
export CORE_AREA = 10 10 70 70
export DIE_AREA = 0 0 80 80
$ cat flow/constraint.sdc
current_design counter

set clk_period 1.0
set clk_io_pct 0.2

create_clock -name clk0 -period $clk_period [get_ports {clk}]

set non_clock_inputs [all_inputs -no_clocks]
set_input_delay [expr $clk_period * $clk_io_pct] -clock clk0 $non_clock_inputs
set_output_delay [expr $clk_period * $clk_io_pct] -clock clk0 [all_outputs]
$ cat flow/design.v
module counter(rst, clk, count);
input rst, clk;
output reg [3:0] count = 4'b0000;
always @ (posedge clk)
	begin
		if(rst)
			count = 0;
		else
			count = count + 1;
	end
endmodule	
==> deck_impl_summary.md <==
Synthesis and Place & Route Summary

Global routing
  • Wire length of the first global-routing pass: approximately 700 microns
  • Remaining global-route overflow: 0
  • Global-route total usage across every layer: about 1.6%
  • Via count of the first global-routing pass: between 150 and 200
  • Number of antenna violations at the first check in global routing: 0
  • Maximum number of pins on one net before global-route repair: 4

STA
  • Hold violation total from the final report: 0
  • Final worst setup slack: around 0.026 ns
  • Achievable Freq: between 1 and 1.5 GHz
  • Tcrit/Tclk final: between 90% and 100%
  • Setup Skew: 0.00502 ns
  • Number of max-slew violations in the final report: 0
  • Setup-violating endpoint count in the final report: 0
  • Worst slew margin relative to its limit: 91.3%
  • Pin slew with the least headroom to its limit: around 0.13 ns
  • Final worst path period need: 0.974 ns
  • RSZ-0062 raised after global routing: false

Placement
  • GPL Wtd Cong: 0.673
  • Pre-CTS worst setup slack: -0.148 ns
  • Count of input and output buffers: 5

Critical path
  • Critical Path Sink Type: output pin
  • Number of buffer and inverter stages on the critical path: 1
  • Crit start category: flop
  • Critical path's top delay family: flip-flops
  • Critical-path top delay cell: sky130_fd_sc_hd__dfxtp_2
  • Required @ worst endpoint: around 0.80 ns
  • Worst path cell trace: dlygate4sd2_1
  • Largest stage delay, worst path: ~0.31 ns
  • Category of the critical setup timing path: reg -> out
  • Maximum fanout count along the critical path: 2
  • Crit path arrival time: between 0.7 and 0.8 ns

Yosys
  • Yosys reg bits: 4
  • Syn. warnings: 1
  • Ranking of synthesized cells by instance count: 4 x sky130_fd_sc_hd__dfxtp_1, 3 x sky130_fd_sc_hd__nor2_1, 2 x sky130_fd_sc_hd__nor2b_1
  • Dominant cell area share: between 50% and 60%
  • Number of cells produced by synthesis: 13
  • Area of the mapped netlist: around 150 sq um
  • Area of the synthesized netlist per yosys stat: 145 sq um
  • Top_reg_cell synth: sky130_fd_sc_hd__dfxtp_1
  • Count of distinct cell types in the synthesized netlist: 7
  • Largest cells by area after synthesis: sky130_fd_sc_hd__dfxtp_1 55%, sky130_fd_sc_hd__mux2_4 10%, sky130_fd_sc_hd__ha_1 8.6%
  • Yosys cell count: 13
  • Fraction of registers with async set or reset after synthesis: 0%
  • Share of the yosys chip area belonging to registers: a little under three fifths
  • Count leader, synth: sky130_fd_sc_hd__dfxtp_1
  • Cell taking the most area after synthesis: sky130_fd_sc_hd__dfxtp_1
  • Average cell area after synthesis: between 10 and 15 sq um
  • Flip-flops with a built-in enable: 0

Clocking
  • Number of CTS-inserted buffers: 3
  • Buffer type at the clock tree root: sky130_fd_sc_hd__clkbuf_4
  • Clock latency on the worst-skew pair: 0.24 ns
  • Clock tree from TritonCTS: built
  • Clock slew at reported path FFs: about 0.040 ns
  • Number of H-tree levels: 1
  • Max Buffers Root-to-Sink: 2
  • Hold-fix buffer count after cts: 0
  • Number of clock sinks seen by CTS: 4

Route
  • DRT iter0 DRCs: 3
  • Drt pass-1 iters: 4
  • Routed wire length: about 440 microns
  • WL/cell: around 6.1 microns
  • Number of design rule violations left after detail routing: 0
  • Number of vias after detailed routing: 141
  • Via density per instance: 1.93
  • Count of antenna-violating nets left after detailed routing: 0

Layout
  • Area Overhead vs Synth: 116%
  • Number of flip-flops in the largest register: 4
  • Tally of filler cells in the layout: 399
  • Sequential cell area: approximately 85 sq um
  • Share of layout cells above drive strength 1: a little over half
  • Combinational gate area: roughly 65 sq um

Floorplanning
  • Core utilization before placement: 4.25%
  • Full die area: 6400 sq um
  • Vertical die dimension: ~80 microns
  • I/O pin cnt: 6
  • Core Rows: 21
  • Die boundary width: roughly 80 microns
  • Core Region: 3420 sq um

Flow run
  • Number of OpenROAD warnings: 25
  • Max-capacitance violation count: 0

Power and ir drop
  • Leak pwr: approximately 0.13 nW
  • Internal portion of total power: around 0.34 mW
  • Peak supply drop: 326 uV
  • Power spent charging and discharging nets: ~0.097 mW
  • Clk network pwr share: a little under half
  • Seq pwr share: about two fifths
  • Post-layout power: 0.440 mW
  • Fraction of power consumed by combinational cells: approximately an eighth
  • Switching power share of the total: 22.0%
  • Power per Cell Area: around 1400 nW/um^2

Outcome
  • Outcome: finished, final reports clean

Worst hold path
  • Class of the tightest hold or removal check: reg -> reg
-- cell usage in the layout (no fill, tap or decap) --
cell type / count
sky130_fd_sc_hd__clkbuf_2: 1
sky130_fd_sc_hd__dlygate4sd2_1: 1
sky130_fd_sc_hd__dfxtp_2: 4
sky130_fd_sc_hd__mux2_4: 1
sky130_fd_sc_hd__clkdlybuf4s50_1: 1
sky130_fd_sc_hd__diode_2: 1
sky130_fd_sc_hd__nor2b_1: 2
sky130_fd_sc_hd__clkdlybuf4s15_1: 2
sky130_fd_sc_hd__ha_1: 1
sky130_fd_sc_hd__clkbuf_4: 3
sky130_fd_sc_hd__buf_4: 5
sky130_fd_sc_hd__nor2_1: 3
sky130_fd_sc_hd__xnor2_1: 1
sky130_fd_sc_hd__nand3_1: 1
-- final timing paths --
| check | startpoint | slack [ns] | endpoint | depth (start not counted) |
|---|---|---|---|---|
| hold / removal | count[0] | 0.50 | count[0] | 2 |
| setup / recovery | count[0] | 0.03 | count[0] | 1 |
| setup reg to reg | count[0] | 0.04 | count[1] | 3 |
| hold reg to reg | count[0] | 0.50 | count[0] | 2 |
-- per-stage QoR --
step / area (sq um) / TNS, ns / util [%] / cells / hold WS [ns]
floorplan: 145 / 0 / - / 13 / 0.267
global placement: 290 / -0.139 / 8.50 / 69 / 0.508
detailed placement: 290 / -0.177 / 8.50 / 69 / 0.518
CTS: 313 / 0 / 9.16 / 72 / 0.503
global route: 312 / 0 / 9.12 / 72 / 0.514
finish: 314 / 0 / 9.19 / 73 / 0.504
-- power groups by stage --
| stage | clock, mW | sequential, mW | combinational, mW |
|---|---|---|---|
| 4_1_cts | 0.215 | 0.177 | 0.0575 |
| 5_1_grt | 0.231 | 0.179 | 0.0628 |
| 6_report | 0.207 | 0.178 | 0.0550 |
-- worst register-to-register path, delay by kind of cell (launching register included) --
family / cells / cell delay [ns]
buf+inv: 1 / 0.13
flops: 1 / 0.31
fa+ha+maj: 1 / 0.27
simple gates: 1 / 0.13
-- cells by family after synthesis --
logic type	Yosys count	synth area share (%)
multiplexers	1	10.3
flip-flops	4	55.2
AND/OR/NAND/NOR	6	19.8
XOR/XNOR	1	6.04
adder cells (fa/ha/maj)	1	8.62
-- metal layers --
| layer | GRT usage, % | up-vias | wire, microns | part of all wire (%) |
|---|---|---|---|---|
| met4 | 0.352 | 0 | 0 | 0 |
| met3 | 3.41 | 0 | 163 | 37 |
| met2 | 1.28 | 11 | 106 | 24 |
| met1 | 1.40 | 61 | 172 | 39 |
| met5 | 0 | - | 0 | 0 |
| li1 | - | 69 | - | - |
-- timing repair --
| action | CTS | global route |
|---|---|---|
| endpoints found under the setup margin | 4 | 4 |
| resized | 8 | 4 |
| setup buffers | 0 | 0 |
-- final cells by class --
class	instances	share of cell area [%]
repair buffers	10	25.9
flip-flops and latches	4	27.1
well taps	46	18.3
clock buffers	3	7.17
diodes	1	0.797
multi-input cells	9	20.7
Power is estimated from default activity; no workload was simulated.
