**design/flow/run.sh**
```bash
#!/bin/bash
# OpenROAD 26Q1-2900-gdf79404cd8, Yosys 0.63+post, stock flow scripts
make -C /OpenROAD-flow-scripts/flow DESIGN_CONFIG=/design/flow/config.mk WORK_HOME=/design/flow/orfs finish
```
**design/flow/config.mk**
```make
export PLATFORM = sky130hd
export DESIGN_NAME = sp_ram_sync_rw
export DESIGN_NICKNAME = sp_ram_sync_rw
export VERILOG_FILES = /design/flow/design.v
export SDC_FILE = /design/flow/constraint.sdc
export NUM_CORES = 4
export LEC_CHECK = 1
export CORE_UTILIZATION = 30
export SYNTH_MEMORY_MAX_BITS = 65536
```
**design/flow/constraint.sdc**
```tcl
current_design sp_ram_sync_rw

set clk_period 35.8
set clk_io_pct 0.2

create_clock -name clk0 -period $clk_period [get_ports {clk}]

set non_clock_inputs [all_inputs -no_clocks]
set_input_delay [expr $clk_period * $clk_io_pct] -clock clk0 $non_clock_inputs
set_output_delay [expr $clk_period * $clk_io_pct] -clock clk0 [all_outputs]
```
**design/flow/design.v**
```verilog
module sp_ram_sync_rw(addr, data, clk, rd, wr, cs);
input [9:0] addr; 
input 		clk;
input 		rd;
input 		wr;
input 		cs;		 
inout [7:0] data;		 
reg [7:0] mem [1023 : 0];
reg [7:0] dout;
assign data = (cs && rd) ? dout : 8'bz;
always @ (posedge clk) 				 
	if(cs && wr && !rd) 	mem[addr] = data;
always @ (posedge clk)
	if(cs && rd && !wr) 	dout = mem[addr];
endmodule
```
==> summary.rpt <==
IMPLEMENTATION SUMMARY REPORT
----------------------------------------------------
[Synthesis]
  Top area contributor share ........................ 0.780
  Share of flip-flops with an asynchronous set or reset ........................ 0
  Top post-synthesis cells by area ........................ edfxtp_1, mux2i_1, mux4_2
  Synth Warn # ........................ 2
  Cell total in the yosys stat output ........................ 16400
  Most used flip-flop cell ........................ edfxtp_1
  Xor and xnor fraction of the mapped netlist area ........................ 0
  Number of instances in the synthesized netlist ........................ 16400
  Flops & latches, synth ........................ about 8000
  Simple-gate share of the synthesized area ........................ 0.0277
  Unique masters post-synth ........................ 49
  Combined area of all synthesized cells ........................ 316000 um2
  Synthesized chip area reported by yosys ........................ ~320000 um2
  Sequential area share after synthesis ........................ 0.780
  Mux frac, synth ........................ 0.139
  Post-Synthesis Mean Instance Area ........................ 19.3 um2
  Flip-flops with a built-in enable ........................ roughly 8200
  Synthesized-area fraction occupied by ao, oa, aoi and oai cells ........................ 0.0371
  Top cell type by total area after synthesis ........................ edfxtp_1
  Dominant kind of combinational cell ........................ multiplexers
  Synth Area in Adders ........................ 0

[Place]
  Routability congestion estimate ........................ 0.905
  Final HPWL from detailed placement ........................ 539 mm
  Area post-placement ........................ approximately 330000 um2
  Total of buffers placed on input and output ports ........................ 13
  Post-Place Cells ........................ 30000

[Clocking]
  Buffer levels on the longest clock path ........................ 4
  Maximum level of the CTS H-tree ........................ 6
  Root buf cell ........................ clkbuf_16
  Cts hold-fix bufs ........................ 0
  CTS sink count ........................ 8200
  Number of clock buffers inserted by TritonCTS ........................ about 800
  Quantity of gates resized following cts ........................ 0
  Buffers inserted during post-CTS setup optimization ........................ 0

[Outcome]
  Last stage ........................ clock tree synthesis (4_1_cts)
  Result of the run ........................ aborted with a tool error
  Halt Reason ........................ [error] [KeplerFormal.cpp:679] Workflow failed: Iso has multiple drivers: .data7, place1342.X0

[Die]
  Height of the die ........................ 1.03 mm
  Width of the die ........................ 1.03 mm
  Std-Cell Rows ........................ 376
  Ports ........................ 22
  Share of the core filled by cells before placement ........................ 0.301

----------------------------------------------------
[cells by family after synthesis]
group,after synthesis
compound gates,1760
buf+inv,1067
flops,8200
mux,3347
simple gates,2015
[through the flow]
stage	setup slack, ns	util
detailed placement	20.91	0.319
global placement	20.85	0.319
floorplan	16.62	-
[synth_stat cells (5+ instances only)]
| library cell | n |
|---|---|
| a211oi_1 | 7 |
| a21oi_1 | 18 |
| a221oi_1 | 21 |
| a22o_1 | 53 |
| a22oi_1 | 261 |
| a31oi_1 | 66 |
| a32oi_1 | 7 |
| a41oi_1 | 7 |
| and2_1 | 6 |
| and3_1 | 17 |
| buf_1 | 76 |
| buf_2 | 573 |
| buf_4 | 72 |
| buf_6 | 9 |
| clkbuf_1 | 336 |
| edfxtp_1 | 8200 |
| mux2_2 | 7 |
| mux2i_1 | 2521 |
| mux4_2 | 819 |
| nand2_1 | 132 |
| nand3_1 | 96 |
| nand3b_1 | 5 |
| nand4_1 | 24 |
| nand4b_1 | 7 |
| nand4bb_1 | 5 |
| nor2_1 | 1334 |
| nor2b_1 | 5 |
| nor3_1 | 145 |
| nor4_1 | 210 |
| o2111ai_1 | 98 |
| o21ai_0 | 134 |
| o221ai_1 | 22 |
| o22a_1 | 8 |
| o22ai_1 | 1050 |
